[run.sh]
#!/bin/bash
# OpenROAD 26Q1-2900-gdf79404cd8, Yosys 0.63+post, stock flow scripts
make -C /OpenROAD-flow-scripts/flow DESIGN_CONFIG=/design/flow/config.mk WORK_HOME=/design/flow/orfs finish
[config.mk]
export PLATFORM = sky130hd
export DESIGN_NAME = STI_DAC
export DESIGN_NICKNAME = STI_DAC
export VERILOG_FILES = /design/flow/design.v
export SDC_FILE = /design/flow/constraint.sdc
export NUM_CORES = 4
export LEC_CHECK = 1
export CORE_UTILIZATION = 40
[constraint.sdc]
current_design STI_DAC

set clk_period 4.8
set clk_io_pct 0.2

create_clock -name clk0 -period $clk_period [get_ports {clk}]

set non_clock_inputs [all_inputs -no_clocks]
set_input_delay [expr $clk_period * $clk_io_pct] -clock clk0 $non_clock_inputs
set_output_delay [expr $clk_period * $clk_io_pct] -clock clk0 [all_outputs]
[design.v]
module STI(
		clk, reset,
		pi_data,
		load, pi_end,
		pi_length,
		pi_low, pi_msb, pi_fill,
		so_data, so_valid
	);
input clk, reset;
input [15:0] pi_data;
input load, pi_end;
input [1:0] pi_length;
input pi_low, pi_msb, pi_fill;
output reg so_data, so_valid;
reg [15:0] pi_data_r;
reg load_r, pi_end_r;
reg [1:0] pi_length_r;
reg pi_low_r, pi_msb_r, pi_fill_r;
reg so_data_next, so_valid_next;
reg store_next [0:31], store [0:31];
reg state_next, state;
reg [4:0] counter_end_next, counter_end;
parameter IDLE = 1'b0, OUT = 1'b1;
integer i;
always@(*) begin
	case(state)
		IDLE: begin
			if(load_r) begin
				if(pi_length_r == 2'd3) begin
					if(pi_fill_r == 1'b1) begin
						if(pi_msb_r == 1'b1) begin
							for(i = 31; i >= 16; i = i - 1) begin
								store_next[i] = pi_data_r[i - 16];
							end
							for(i = 15; i > 0; i = i - 1) begin
								store_next[i] = store[i - 1];
							end
							store_next[0] = 1'b0;
						end	
						else begin
							for(i = 31; i > 15; i = i - 1) begin
								store_next[i] = store[i - 1];
							end
							for(i = 15; i >= 0; i = i - 1) begin
								store_next[i] = pi_data_r[15 - i];
							end
						end			
					end
					else begin
						if(pi_msb_r == 1'b1) begin
							for(i = 31; i >= 16; i = i - 1) begin
								store_next[i] = store[i - 1];
							end
							for(i = 15; i >= 0; i = i - 1) begin
								store_next[i] = pi_data_r[i];
							end
						end
						else begin
							for(i = 31; i >= 16; i = i - 1) begin
								store_next[i] = pi_data_r[31 - i];
							end
							for(i = 15; i > 0; i = i - 1) begin
								store_next[i] = store[i - 1];
							end
							store_next[0] = 1'b0;
						end
					end
					counter_end_next = 5'd31;
				end
				else if(pi_length_r == 2'd2) begin
					if(pi_fill_r == 1'b1) begin
						if(pi_msb_r == 1'b1) begin
							for(i = 31; i >= 16; i = i - 1) begin
								store_next[i] = pi_data_r[i - 16];
							end
							for(i = 15; i > 0; i = i - 1) begin
								store_next[i] = store[i - 1];
							end
							store_next[0] = 1'b0;
						end
						else begin
							for(i = 31; i > 23; i = i - 1) begin
								store_next[i] = store[i - 1];
							end
							for(i = 23; i >= 8; i = i - 1) begin
								store_next[i] = pi_data_r[23 - i];
							end
							for(i = 7; i > 0; i = i - 1) begin
								store_next[i] = store[i - 1];
							end
							store_next[i] = 1'b0;
						end			
					end
					else begin
						if(pi_msb_r == 1'b1) begin
							for(i = 31; i > 23; i = i - 1) begin
								store_next[i] = store[i - 1];
							end
							for(i = 23; i >= 8; i = i - 1) begin
								store_next[i] = pi_data_r[i - 8];
							end
							for(i = 7; i > 0; i = i - 1) begin
								store_next[i] = store[i - 1];
							end
							store_next[0] = 1'b0;
						end
						else begin
							for(i = 31; i >= 16; i = i - 1) begin
								store_next[i] = pi_data_r[31 - i];
							end
							for(i = 15; i > 0; i = i - 1) begin
								store_next[i] = store[i - 1];
							end
							store_next[0] = 1'b0;
						end
					end
					counter_end_next = 5'd23;
				end
				else if(pi_length == 2'd1) begin
					if(pi_msb_r == 1'b1) begin
						for(i = 31; i >= 16; i = i - 1) begin
							store_next[i] = pi_data_r[i - 16];
						end
						for(i = 15; i > 0; i = i - 1) begin
							store_next[i] = store[i - 1];
						end
						store_next[0] = 1'b0;
					end
					else begin
						for(i = 31; i >= 16; i = i - 1) begin
							store_next[i] = pi_data_r[31 - i];
						end
						for(i = 15; i > 0; i = i - 1) begin
							store_next[i] = store[i - 1];
						end
						store_next[0] = 1'b0;
					end
					counter_end_next = 5'd15;
				end
				else begin 
					if(pi_low_r == 1'b1) begin
						if(pi_msb_r == 1'b1) begin
							for(i = 31; i >= 24; i = i - 1) begin
								store_next[i] = pi_data_r[i - 16];
							end
							for(i = 23; i > 0; i = i - 1) begin
								store_next[i] = store[i - 1];
							end
							store_next[0] = 1'b0;
						end
						else begin
							for(i = 24; i < 32; i = i + 1) begin
								store_next[i] = pi_data_r[39 - i];
							end
							for(i = 1; i < 24; i = i + 1) begin
								store_next[i] = store[i - 1];
							end
							store_next[0] = 1'b0;
						end
					end
					else begin
						if(pi_msb_r == 1'b1) begin
							for(i = 31; i >= 24; i = i - 1) begin
								store_next[i] = pi_data_r[i - 24];
							end
							for(i = 23; i > 0; i = i - 1) begin
								store_next[i] = store[i - 1];
							end
							store_next[0] = 1'b0;
						end
						else begin
							for(i = 24; i < 32; i = i + 1) begin
								store_next[i] = pi_data_r[31 - i];
							end
							for(i = 1; i < 24; i = i + 1) begin
								store_next[i] = store[i - 1];
							end
							store_next[0] = 1'b0;
						end
					end
					counter_end_next = 5'd7;
				end
				state_next = OUT;
				so_valid_next = 1'b1;
			end
			else begin
				for(i = 31; i > 0; i = i - 1) begin
					store_next[i] = store[i - 1];
				end
				store_next[0] = 1'b0;
				state_next = state;
				counter_end_next = counter_end;
				so_valid_next = so_valid;
			end
			so_data_next = store_next[31];
		end
		OUT: begin
			for(i = 31; i > 0; i = i - 1) begin
				store_next[i] = store[i - 1];
			end
			store_next[0] = 1'b0;
			if(counter_end == 5'd0) begin
				state_next = IDLE;
				counter_end_next = counter_end;
				so_valid_next = 1'b0;
			end
			else begin
				state_next = state;
				counter_end_next = counter_end - 5'd1;
				so_valid_next = so_valid;
			end
			so_data_next = store_next[31];
		end
	endcase
end
always@(posedge clk or posedge reset) begin
	if(reset) begin
		pi_data_r <= 16'd0;
		load_r <= 1'b0; pi_end_r <= 1'b0;
		pi_length_r <= 2'd0;
		pi_low_r <= 1'b0; pi_msb_r <= 1'b0; pi_fill_r <= 1'b0;
		for(i = 31; i >= 0; i = i - 1) begin
			store[i] <= 1'b0;
		end
		state <= 1'b0;
		counter_end <= 5'd0;
		so_data <= 1'b0;
		so_valid <= 1'b0;
	end
	else begin
		pi_data_r <= pi_data;
		load_r <= load; pi_end_r <= pi_end;
		pi_length_r <= pi_length;
		pi_low_r <= pi_low; pi_msb_r <= pi_msb; pi_fill_r <= pi_fill;
		for(i = 31; i >= 0; i = i - 1) begin
			store[i] <= store_next[i];
		end
		state <= state_next;
		counter_end <= counter_end_next;
		so_data <= so_data_next;
		so_valid <= so_valid_next;
	end
end
endmodule
module STI_DAC(clk ,reset, load, pi_data, pi_length, pi_fill, pi_msb, pi_low, pi_end,
	       so_data, so_valid,
	       oem_finish, oem_dataout, oem_addr,
	       odd1_wr, odd2_wr, odd3_wr, odd4_wr, even1_wr, even2_wr, even3_wr, even4_wr);
input		clk, reset;
input		load, pi_msb, pi_low, pi_end; 
input	[15:0]	pi_data;
input	[1:0]	pi_length;
input		pi_fill;
output		so_data, so_valid;
output  oem_finish, odd1_wr, odd2_wr, odd3_wr, odd4_wr, even1_wr, even2_wr, even3_wr, even4_wr;
output [4:0] oem_addr;
output [7:0] oem_dataout;
STI sti_1(.clk(clk), .reset(reset), .pi_data(pi_data), .load(load), .pi_end(pi_end), .pi_length(pi_length), .pi_low(pi_low), .pi_msb(pi_msb),
		  .pi_fill(pi_fill), .so_data(so_data), .so_valid(so_valid));
endmodule
==> flow_summary.yaml <==
# yosys + openroad results
clocking:
  cts.path.max_buffers: 2
  path_clk_slew_ns: 0.07
  postCtsHoldBufs: 0
  numCtsBuffers: 9
  cts_tree: "yes"
  clockRootBuffer: "clkbuf_8"
  htreeDepth: 3
  cts_resized: 0
  cts_sinks: 61
  post_cts_buffers: 0
  clkLatencyLatePin_ns: 0.34
placed_design:
  place_congestion: 0.825
  portBuffers: 25
  dp_hpwl_um: 5570
  placed_cell_area_um2: 4040
timing:
  drv_slew: 0
  hold_viol_final: 0
  tightest_slew_ns: 0.701
  skew_ns: 0.00908
  finalCritPeriodShare: 0.550
  tns_ns: 0
  finalSetupViolCount: 0
  fmax_ghz: 0.379
  period_minus_slack_ns: 2.64
  rsz0062_at_grt: "no"
  relSlewSlack: 0.532
floorplanning:
  ios: 49
  fp.dieW_um: 99.9
  chip_area_um2: 9980
  fp_util: 0.415
  coreArea_um2: 9240
  rows: 35
  die_h_um: 99.9
grt:
  overflow: 0
  antenna_found_initial: 0
  grt.total_usage: 0.190
  grt_pass1_wl_um: 14400
  grt_pass1_vias: 2686
  grt_max_degree: 59
routing:
  dr.pass1.iters: 5
  route.detailed.drc: 0
  antennaDiodeCount: 0
  drtIter0Drc: 165
  vias: 2865
  routedWlPerCell_um: 16.3
  drtAntennaViolNets: 0
  totalWireLength_um: 8550
  vias_per_cell: 5.47
yosys:
  ys_cells: 376
  synthTopCellsByArea: "dfrtp_1, mux2i_1, buf_4"
  synthCells: 376
  yosysWarnings: 25
  synth.avg_cell_area_um2: 10.2
  ys_chip_area_um2: 3830
  top_area_cell: "dfrtp_1"
  ys_seq_elements: 61
  yosysUniqueCellTypes: 52
  synthArstFlopShare: 1.00
  flop_cell: "dfrtp_1"
  synthesis.area_um2: 3830
  synth-edff-count: 0
  synth_top_area_share: 0.398
  yosys.stat.seqShare: 0.398
pwr:
  peakVddDrop_mv: 0.181
  p_leak_nw: 1.82
  p_per_area_nw_per_um2: 388
flow_run:
  maxCapViolations: 0
  warnings: 26
outcome:
  outcome: "complete, no violations"
setup_path:
  crit_path_start: "pi_length[0]"
  path_cells: "clkdlybuf4s50_1 > nor2b_4 > nor2_4 > mux2i_1 > mux4_2 > a21oi_2"
  crit_path_end_kind: "register"
  arrival_ns: 2.91
  critPathMaxStageDelay_ns: 0.63
  slowest_stage: "nor2b_4"
  r2r_start: "sti_1.pi_msb_r"
  path_class: "input port to register"
  cp_max_fo: 19
  required_ns: 5.07
  critPathLaunchType: "input port"
cells_and_area:
  fillerInstances: 875
  stdcell_area_um2: 4210
  areaGrowthSynthToFinish_pct: 9.92
  drive_above_1_share: 0.139
min_path:
  worstHoldStart: "sti_1.store[12]"
  hold_class: "register to register"
power by group:
part           leakage [nW]  total (mW)  switching (mW)  internal (mW)
combinational         0.976       0.473           0.242          0.231
clock                0.0921       0.408           0.195          0.213
sequential            0.752       0.754           0.111          0.643
placed cells by master (no fill, tap or decap), types with 5 or more instances in the layout:
| master | synthesis | layout |
|---|---|---|
| a22o_1 | 8 | 8 |
| conb_1 | 1 | 22 |
| o21ai_0 | 21 | 21 |
| clkdlybuf4s50_1 | 0 | 25 |
| buf_4 | 28 | 7 |
| clkbuf_8 | 0 | 11 |
| o21ai_1 | 12 | 12 |
| nor2b_1 | 13 | 13 |
| dfrtp_1 | 61 | 59 |
| a21oi_1 | 21 | 21 |
| mux2i_1 | 31 | 31 |
| nor2_1 | 21 | 21 |
| nand2_1 | 30 | 30 |
| a211oi_1 | 5 | 5 |
| o221ai_1 | 9 | 9 |
| mux2_2 | 6 | 6 |
| a221oi_2 | 8 | 8 |
| a22oi_1 | 9 | 9 |
| nand2b_1 | 6 | 6 |
| mux4_2 | 6 | 6 |
| mux2_1 | 8 | 8 |
metal layers:
layer,share of wire,wire [µm],track usage
met5,0,0,0
met4,0.015,125,0.0271
met3,0.049,418,0.0382
met2,0.45,3850,0.271
met1,0.49,4150,0.316
synthesized netlist by cell type, types with 2 or more instances:
cell type  instances
a211oi_1           5
a21o_1             4
a21oi_1           21
a221o_1            4
a221oi_1           2
a221oi_2           8
a22o_1             8
a22oi_1            9
a31oi_1            2
and3_1             4
buf_2             10
buf_4             28
buf_6              5
clkbuf_1           6
dfrtp_1           61
inv_1              5
mux2_1             8
mux2_2             6
mux2i_1           31
mux4_2             6
nand2_1           30
nand2b_1           6
nand3_1            3
nor2_1            21
nor2_4             2
nor2b_1           13
o21ai_0           21
o21ai_1           12
o221ai_1           9
o22ai_1            3
or2_1              2
path summary, 6_finish.rpt:
kind | end | slack (ns) | cells after the start
max | sti_1.store[26] | 2.16 | 6
min | sti_1.store[13] | 0.46 | 2
max reg2reg | sti_1.store[30] | 2.73 | 5
min reg2reg | sti_1.store[13] | 0.46 | 2
max in group asynchronous | sti_1.pi_fill_r | 2.95 | 3
min in group asynchronous | sti_1.pi_low_r | 1.01 | 2
worst max-delay path, delay by kind of cell:
family / cells / cell delay (ns)
AND-OR/OR-AND: 1 / 0.13
buffers and inverters: 1 / 0.54
multiplexers: 2 / 0.60
AND/OR/NAND/NOR: 2 / 0.67
cells by family after synthesis:
family          after synthesis  synth area share
compound gates              114             0.212
simple gates                 90             0.123
flops                        61             0.398
buf+inv                      55            0.0944
mux                          52             0.161
xor+xnor                      2           0.00653
fa+ha+maj                     1           0.00326
other cells                   1          0.000978
area by class of cell:
cell class / instances / area, µm² / area share
Tap cell: 129 / 161 / 0.0383
Sequential cell: 61 / 1530 / 0.363
Clock inverter: 4 / 22.5 / 0.00535
Timing Repair Buffer: 32 / 303 / 0.0719
Clock buffer: 12 / 155 / 0.0368
Multi-Input combinational cell: 281 / 2020 / 0.480
Inverter: 5 / 18.8 / 0.00446
flip-flops by register name, indices dropped and copies added (netlist names):
| register | flops |
|---|---|
| sti_1.pi_fill_r | 1 |
| sti_1.pi_length_r | 2 |
| sti_1.counter_end | 5 |
| sti_1.store | 31 |
| sti_1.load_r | 1 |
| sti_1.pi_low_r | 1 |
| sti_1.state | 1 |
| sti_1.so_valid | 1 |
| sti_1.so_data | 1 |
| sti_1.pi_data_r | 16 |
| sti_1.pi_msb_r | 1 |
through the flow:
stage | setup slack, ns | power (mW) | hold slack (ns) | std cells | utilization
2_1_floorplan | 2.33 | 1.11 | 0.431 | 397 | -
3_3_place_gp | 1.83 | 1.22 | 0.442 | 508 | 0.437
3_5_place_dp | 1.82 | 1.23 | 0.450 | 508 | 0.437
4_1_cts | 2.18 | 1.65 | 0.463 | 524 | 0.456
5_1_grt | 2.10 | 1.77 | 0.487 | 524 | 0.456
6_report | 2.16 | 1.63 | 0.461 | 524 | 0.456
No activity file was given, so power comes from the tool's default toggle rates.
